<file path="config.mk">
export PLATFORM = sky130hd
export DESIGN_NAME = display15
export DESIGN_NICKNAME = display15
export VERILOG_FILES = /design/flow/design.v
export SDC_FILE = /design/flow/constraint.sdc
export NUM_CORES = 4
export LEC_CHECK = 1
export CORE_UTILIZATION = 50
</file>
<file path="constraint.sdc">
current_design display15

set clk_period 3.5
set clk_io_pct 0.2

create_clock -name clk0 -period $clk_period [get_ports {clk}]

set non_clock_inputs [all_inputs -no_clocks]
set_input_delay [expr $clk_period * $clk_io_pct] -clock clk0 $non_clock_inputs
set_output_delay [expr $clk_period * $clk_io_pct] -clock clk0 [all_outputs]
</file>
<file path="design.v">
module display15(                   
    input                     clk            ,  
    input                     rst            ,  
    input                     en             ,  
    output reg                h_sync         ,  
    output reg                v_sync         ,  
    output reg                red            ,  
    output reg                blue           ,  
    output reg                green             
);
parameter H_ACTIVE =  800;  
parameter H_FP     =   56;  
parameter H_SYNC   =  120;  
parameter H_BP     =   64;  
parameter H_TOTAL  = 1040;  
parameter V_ACTIVE =  600;  
parameter V_FP     =   37;  
parameter V_SYNC   =    6;  
parameter V_BP     =   23;  
parameter V_TOTAL  =  666;  
parameter MOVE_PERIOD = 500000;  
reg [11:0] h_count;
reg [10:0] v_count;
reg [25:0] move_count;
reg [9:0]  square_pos1;  
reg [9:0]  square_pos2;  
reg        direction1;   
reg        direction2;   
always @(posedge clk or posedge rst) 
    if (rst)                    h_count <= 0; else 
		if (h_count == H_TOTAL - 1) h_count <= 0; else                        
		                            h_count <= h_count + 1;
always @(posedge clk or posedge rst) 
    if (rst)                    h_sync <= 0;  else 
		if ((h_count >= (H_ACTIVE + H_FP)-1) && (h_count < (H_ACTIVE + H_FP + H_SYNC)-1)) 
                                h_sync <= 0;  else 
																h_sync <= 1;
always @(posedge clk or posedge rst) 
    if (rst)                    v_count <= 0; else 
		if (v_count == V_TOTAL - 1 && h_count == H_TOTAL - 1) 
																v_count <= 0; else 
    if (h_count == H_TOTAL - 1) v_count <= v_count + 1;
always @(posedge clk or posedge rst) 
    if (rst)                    v_sync <= 0;  else 
		if ((v_count >= (V_ACTIVE + V_FP)-1) && (v_count < (V_ACTIVE + V_FP + V_SYNC)-1)) 
                                v_sync <= 0;  else
                                v_sync <= 1;
always @(posedge clk or posedge rst)
    if (rst) begin
        move_count <= 0;
        square_pos1 <= 100;  
        square_pos2 <= H_ACTIVE - 200;  
        direction1 <= 0;  
        direction2 <= 1;  
    end else if (move_count == MOVE_PERIOD - 1) begin
        move_count <= 0;
        if (direction1 == 0) begin
            if (square_pos1 >= (square_pos2 - 100)) begin
                direction1 <= 1;  
            end else begin
                square_pos1 <= square_pos1 + 1;
            end
        end else begin
            if (square_pos1 <= 0) begin
                direction1 <= 0;  
            end else begin
                square_pos1 <= square_pos1 - 1;
            end
        end
        if (direction2 == 1) begin
            if (square_pos2 <= (square_pos1 + 100)) begin
                direction2 <= 0;  
            end else begin
                square_pos2 <= square_pos2 - 1;
            end
        end else begin
            if (square_pos2 >= (H_ACTIVE - 100)) begin
                direction2 <= 1;  
            end else begin
                square_pos2 <= square_pos2 + 1;
            end
        end
    end else begin
        move_count <= move_count + 1;
    end
always @(posedge clk or posedge rst) begin
    if (rst) begin
        red   <= 0;
        green <= 0;
        blue  <= 0;
    end else begin
        if (h_count < H_ACTIVE && v_count < V_ACTIVE && en == 1) begin 
            if (h_count >= square_pos1 && h_count < (square_pos1 + 100) && v_count >= (V_ACTIVE - 350) && v_count < (V_ACTIVE - 250)) begin
                red   <= 0;  
                green <= 1;
                blue  <= 1;
            end 
            else if (h_count >= square_pos2 && h_count < (square_pos2 + 100) && v_count >= (V_ACTIVE - 350) && v_count < (V_ACTIVE - 250)) begin
                red   <= 1;  
                green <= 1;
                blue  <= 0;
            end 
            else begin
                red   <= 1;  
                green <= 0;
                blue  <= 1;
            end				
        end else begin
            red   <= 0;
            green <= 0;
            blue  <= 0;
        end 
    end
end 
endmodule  
</file>
<file path="run.sh">
#!/bin/bash
# OpenROAD 26Q1-2900-gdf79404cd8, Yosys 0.63+post, stock flow scripts
make -C /OpenROAD-flow-scripts/flow DESIGN_CONFIG=/design/flow/config.mk WORK_HOME=/design/flow/orfs finish
</file>
==> flow_metrics.env <==
# flow metrics
export IMPL_die_h_um=110.7
export IMPL_cts_root_buffer_cell="clkbuf_16"
export IMPL_die_w_um=110.7
export IMPL_clk_path_buf_depth=2
export IMPL_dp_hpwl_mm=9.625
export IMPL_dp_cells=793
export IMPL_leakage_nw=2.868
export IMPL_grt_usage_pct=22.45
export IMPL_antenna_found_initial=0
export IMPL_firstDrtPassIters=5
export IMPL_ff_type="dfrtp_1"
export IMPL_cts_tree="yes"
export IMPL_power_density_mw_per_mm2=286.3
export IMPL_syn_avg_cell_area_sq_um=9.053
export IMPL_worstMarginPinSlew_ns=0.7728
export IMPL_ant_nets=0
export IMPL_rows=39
export IMPL_die_area_sq_mm=0.01226
export IMPL_grt_pass1_wl_mm=22.02
export IMPL_clk_latency_ns=0.34
export IMPL_maxSlewHeadroom_pct=48.01
export IMPL_synth_seq_share_pct=32.34
export IMPL_num_antenna_cells=0
export IMPL_hold_class="flop to flop"
export IMPL_cp_cell_sequence="ha_1 > a21oi_2 > and2_1 > nor2_1 > xnor2_1 > ha_1 > nand2_1 > nor4_1 > a41oi_1 > a2111o_1 > o211a_1 > o211a_4 > mux2i_1"
export IMPL_ir_drop_v=0.0002812
export IMPL_numCtsBuffers=9
export IMPL_critPathKind="flop to flop"
export IMPL_postCtsSetupBuffers=0
export IMPL_status="finished clean"
export IMPL_fin_crit_ns=3.208
export IMPL_cp_end_kind="flop"
export IMPL_max_freq_mhz=311.7
export IMPL_crit_fanout=9
export IMPL_ys_cells=653
export IMPL_core_area_sq_mm=0.01147
export IMPL_drt_iter0_markers=243
export IMPL_yosysMostFrequentCell="ha_1"
export IMPL_yosysTopAreaCell="dfrtp_1"
export IMPL_clk_pin_slew_ns=0.06
export IMPL_initCoreUtil_pct=51.55
export IMPL_setup_tns_ns=0
export IMPL_drive_gt1_share_pct=6.156
export IMPL_overflow=0
export IMPL_top_area_share_pct=28.78
export IMPL_final_cells=809
export IMPL_io_pins=8
export IMPL_ys_warnings_count=1
export IMPL_topCellsByArea="dfrtp_1, ha_1, xnor2_1, dfstp_2, xor2_1"
export IMPL_setup_viol=0
export IMPL_fin_skew_ns=0.004816
export IMPL_warnings=34
export IMPL_cts_sinks=76
export IMPL_globalplace_congestion=0.8829
export IMPL_wirelength_mm=12.45
export IMPL_cp_required_ns=3.72
export IMPL_rsz0062_at_grt="false"
export IMPL_crit_top_cell="ha_1"
export IMPL_slew_violations=0
export IMPL_slowest_delay_ns=0.62
export IMPL_cap_violations=0
export IMPL_numSynthFlops=76
export IMPL_yosys_area_sq_mm=0.005912
export IMPL_yosysUniqueCellTypes=61
export IMPL_wl_per_cell_um=15.39
export IMPL_drcViolationCount=0
export IMPL_arrival_ns=3.43
export IMPL_synthCells=653
export IMPL_finalClockPeriodUsage_pct=91.67
export IMPL_synth_area_sq_mm=0.005912
export IMPL_start_kind="flop"
export IMPL_area_growth_pct=8.677
export IMPL_io_buffers=7
export IMPL_synth_async_sr_flop_share_pct=100.0
export IMPL_grt_max_degree=29
export IMPL_grt_pass1_vias=4453
export IMPL_vias_per_cell=5.633
export IMPL_synth_edff_count=0
export IMPL_finalHoldViolations=0
export IMPL_cts_max_level=3
export IMPL_synthTopCellsByCount="ha_1, dfrtp_1, nand2_1, xnor2_1, nor2_1"
export IMPL_worst_path_max_delay_cell="dfstp_2"
export IMPL_vias=4557
==> final timing paths <==
path | startpoint | to | slack (ns) | cells past startpoint
min in group asynchronous | rst | red$_DFF_PP0_ | 0.74 | 2
worst max register to register | square_pos1[2]$_DFFE_PP1P_ | square_pos2[7]$_DFFE_PP0P_ | 0.29 | 13
worst min register to register | move_count[25]$_DFF_PP0_ | move_count[25]$_DFF_PP0_ | 0.48 | 1
max in group asynchronous | rst | square_pos2[4]$_DFFE_PP1P_ | 1.97 | 3
worst max-delay path | square_pos1[2]$_DFFE_PP1P_ | square_pos2[7]$_DFFE_PP0P_ | 0.29 | 13
worst min-delay path | move_count[25]$_DFF_PP0_ | move_count[25]$_DFF_PP0_ | 0.48 | 1
==> report_power, final <==
| group | internal [mW] | leakage, nW | switching, mW |
|---|---|---|---|
| sequential | 0.880 | 0.998 | 0.000234 |
| clock | 0.554 | 0.138 | 0.380 |
| combinational | 0.00649 | 1.73 | 0.0185 |
| total | 1.44 | 2.87 | 0.399 |
==> area by class of cell <==
| class | count | area [sq um] |
|---|---|---|
| Inverter | 41 | 153.9 |
| Tap cell | 143 | 178.9 |
| Sequential cell | 76 | 1912 |
| Fill cell | 977 | 5042 |
| Clock buffer | 9 | 225.2 |
| Timing Repair Buffer | 13 | 115.1 |
| Multi-Input combinational cell | 520 | 3765 |
| Clock inverter | 7 | 75.07 |
==> cells in the final DEF (no fill, tap or decap), types with 5 or more instances in the layout <==
master / netlist / routed
a211oi_1: 5 / 5
a21o_1: 9 / 9
a21oi_1: 32 / 32
a31oi_1: 10 / 10
and2_1: 5 / 5
and3_1: 13 / 13
buf_4: 1 / 6
clkbuf_16: 0 / 9
clkdlybuf4s50_1: 0 / 7
dfrtp_1: 68 / 68
dfstp_2: 8 / 8
ha_1: 76 / 76
inv_1: 40 / 39
mux2i_1: 9 / 9
nand2_1: 51 / 51
nand2b_1: 8 / 8
nand3_1: 26 / 26
nand4_1: 12 / 12
nor2_1: 48 / 48
nor2b_1: 10 / 10
nor3_1: 20 / 20
nor4_1: 6 / 6
nor4b_1: 5 / 5
o211ai_1: 5 / 5
o21ai_0: 38 / 38
or3_1: 5 / 5
xnor2_1: 51 / 51
xor2_1: 23 / 23
==> critical path, delay by kind of cell (launching register included) <==
family / cells / cell delay, ns
flip-flops: 1 / 0.62
AND-OR/OR-AND: 5 / 1.11
adder cells (fa/ha/maj): 2 / 0.59
multiplexers: 1 / 0.14
XOR/XNOR: 1 / 0.10
AND/OR/NAND/NOR: 4 / 0.52
==> logic make-up (layout without fill, tap and decap cells) <==
family	after synthesis	count (layout)	synth area share, %
simple gates	225	225	19.36
compound gates	131	131	14.29
fa+ha+maj	80	80	17.14
flops	76	76	32.34
xor+xnor	75	75	11.24
buf+inv	57	70	4.106
mux	9	9	1.524
==> through the flow <==
step           utilization, %  worst slack [ns]  cell area [sq um]  power (mW)  hold slack, ns
5_1_grt                 56.03           0.03631               6425       1.912          0.5143
2_1_floorplan               -            0.4978               5912      0.9106          0.4466
3_3_place_gp            53.34            0.2107               6117      0.9224          0.4651
3_5_place_dp            53.34            0.1550               6117      0.9231          0.4659
4_1_cts                 55.96            0.1253               6417       1.866          0.4762
6_report                56.03            0.2915               6425       1.839          0.4757
==> routing by layer <==
metal / up-vias / track usage [%] / part of all wire, %
li1: 2355 / - / -
met1: 2127 / 34.73 / 49
met2: 58 / 35.73 / 46
met3: 17 / 2.453 / 2.2
met4: 0 / 3.733 / 2.1
met5: - / 0 / 0
==> repair_timing <==
action                     CTS  global route
setup endpoints to repair    0             9
resized                      0             2
hold buffers                 0             0
==> sequential cells by signal, summed over array words and instances (netlist names) <==
| signal | cells |
|---|---|
| v_count | 11 |
| direction1 | 1 |
| square_pos2 | 10 |
| v_sync | 1 |
| h_count | 12 |
| direction2 | 1 |
| h_sync | 1 |
| square_pos1 | 10 |
| blue | 1 |
| green | 1 |
| red | 1 |
| move_count | 26 |
No activity file was given, so power comes from the tool's default toggle rates.
